**/design/flow/design.v**
```verilog
`timescale 1ns / 1ps
module xor_gate(
    input a, b,
    output xor_out
);
    wire n1, n2, n3;
    nand(n1, a, b);
    nand(n2, a, n1);
    nand(n3, b, n1);
    nand(xor_out, n2, n3);
endmodule
module and_gate(
    input a, b,
    output and_out
);
    wire n1;
    nand(n1, a, b);
    nand(and_out, n1, n1);
endmodule
module or_gate(
    input a, b,
    output or_out
);
    wire n1, n2;
    nand(n1, a, a);
    nand(n2, b, b);
    nand(or_out, n1, n2);
endmodule
module pggen(
    input a, b,
    output p, g
);
    and_gate and1(a, b, g);
    xor_gate xor1(a, b, p);
endmodule
module pgblock(
    input a1, a2, a3, a4,
    input b1, b2, b3, b4,
    output p1, p2, p3, p4,
    output g1, g2, g3, g4
);
    pggen pg1(a1, b1, p1, g1);
    pggen pg2(a2, b2, p2, g2);
    pggen pg3(a3, b3, p3, g3);
    pggen pg4(a4, b4, p4, g4);
endmodule
module cblock (
    input c0,          
    input p1, p2, p3, p4,
    input g1, g2, g3, g4, 
    output c1, c2, c3, c4 
);
    wire w1, w2, w3, w4;          
    wire w5, w6, w7, w8, w9,w10,w11,w12,w13,w14,w15,w16,w17,w18,w19,w20,w21,w22,w23;      
    and_gate and1(p1, c0, w1);
    or_gate or1(w1, g1, c1);
    and_gate and3(p2, p1, w3);         
    and_gate and4(w3, c0, w4);         
    and_gate and5(p2, g1, w5);        
    or_gate or3(w4, w5, w6);           
    or_gate or4(w6, g2, c2);           
    and_gate and6(p3, p2, w7);         
    and_gate and7(w7, p1, w8);        
    and_gate and8(w8, c0, w9);         
    and_gate and9(w7, g1, w10);        
    and_gate and10(p3, g2, w11);       
    or_gate or5(w9, w10, w12);         
    or_gate or6(w12, w11, w13);        
    or_gate or7(w13, g3, c3);          
    and_gate and11(p4, p3, w14);       
    and_gate and12(w14, p2, w15);      
    and_gate and13(w15, p1, w16);      
    and_gate and14(w16, c0, w17);      
    and_gate and15(w15, g1, w18);      
    and_gate and16(w14, g2, w19);      
    and_gate and17(p4, g3, w20);      
    or_gate or8(w17, w18, w21);        
    or_gate or9(w21, w19, w22);        
    or_gate or10(w22, w20, w23);      
    or_gate or11(w23, g4, c4);         
endmodule
module sumblock(
    input p1, p2, p3, p4,
    input c0, c1, c2, c3,
    output s1, s2, s3, s4
);
    xor_gate xor1(p1, c0, s1);
    xor_gate xor2(p2, c1, s2);
    xor_gate xor3(p3, c2, s3);
    xor_gate xor4(p4, c3, s4);
endmodule
module dff(
    input clk, D,
    output reg Q
);
    always @(posedge clk) begin
        Q <= D;
    end
endmodule
module CLA(
    input clk,
    input a1, a2, a3, a4,
    input b1, b2, b3, b4,
    input c0,
    output s1, s2, s3, s4,
    output c4
);
    wire p1, p2, p3, p4;
    wire g1, g2, g3, g4;
    wire c1, c2, c3;
    wire a1_d, a2_d, a3_d, a4_d;
    wire b1_d, b2_d, b3_d, b4_d;
    wire c0_d;
    wire s1_d, s2_d, s3_d, s4_d;
    wire c4_d;
    dff dff_a1(clk, a1, a1_d);
    dff dff_a2(clk, a2, a2_d);
    dff dff_a3(clk, a3, a3_d);
    dff dff_a4(clk, a4, a4_d);
    dff dff_b1(clk, b1, b1_d);
    dff dff_b2(clk, b2, b2_d);
    dff dff_b3(clk, b3, b3_d);
    dff dff_b4(clk, b4, b4_d);
    dff dff_c0(clk, c0, c0_d);
    pgblock pg(
        .a1(a1_d), .a2(a2_d), .a3(a3_d), .a4(a4_d),
        .b1(b1_d), .b2(b2_d), .b3(b3_d), .b4(b4_d),
        .p1(p1), .p2(p2), .p3(p3), .p4(p4),
        .g1(g1), .g2(g2), .g3(g3), .g4(g4)
    );
    cblock carry(
        .c0(c0_d),
        .p1(p1), .p2(p2), .p3(p3), .p4(p4),
        .g1(g1), .g2(g2), .g3(g3), .g4(g4),
        .c1(c1), .c2(c2), .c3(c3), .c4(c4_d)
    );
    sumblock sum(
        .p1(p1), .p2(p2), .p3(p3), .p4(p4),
        .c0(c0_d), .c1(c1), .c2(c2), .c3(c3),
        .s1(s1_d), .s2(s2_d), .s3(s3_d), .s4(s4_d)
    );
    dff dff_s1(clk, s1_d, s1);
    dff dff_s2(clk, s2_d, s2);
    dff dff_s3(clk, s3_d, s3);
    dff dff_s4(clk, s4_d, s4);
    dff dff_c4(clk, c4_d, c4);
endmodule
```
**/design/flow/constraint.sdc**
```tcl
current_design CLA

set clk_period 3.9
set clk_io_pct 0.2

create_clock -name clk0 -period $clk_period [get_ports {clk}]

set non_clock_inputs [all_inputs -no_clocks]
set_input_delay [expr $clk_period * $clk_io_pct] -clock clk0 $non_clock_inputs
set_output_delay [expr $clk_period * $clk_io_pct] -clock clk0 [all_outputs]
```
**/design/flow/config.mk**
```make
export PLATFORM = sky130hd
export DESIGN_NAME = CLA
export DESIGN_NICKNAME = CLA
export VERILOG_FILES = /design/flow/design.v
export SDC_FILE = /design/flow/constraint.sdc
export NUM_CORES = 4
export LEC_CHECK = 1
export CORE_AREA = 10 10 70 70
export DIE_AREA = 0 0 80 80
```
**/design/flow/run.sh**
```bash
#!/bin/bash
# OpenROAD 26Q1-2900-gdf79404cd8, Yosys 0.63+post, stock flow scripts
make -C /OpenROAD-flow-scripts/flow DESIGN_CONFIG=/design/flow/config.mk WORK_HOME=/design/flow/orfs finish
```
==> flow_summary.toml <==
# implementation run metrics
[run_status]
outcome = "completed"

[global_routing]
grt_pass1_wl_microns = 1120
overflow = 0
track_usage_pct = 2.29
antenna_found_initial = 0
grt_pass1_vias = 281
grt_max_degree = 9

[power_and_ir_drop]
swShare_pct = 19.4
peakVddDrop_uv = 181
p_int_w = 0.000246
p_sw_w = 0.0000592
power_density_nw_per_um2 = 462
combinationalPowerShare_pct = 14.3
pwr-share-clk_pct = 33.0
p_leak_nw = 0.290
seqPwrFrac_pct = 52.7

[clocking]
cts.htree.levels = 1
cts_setup_buffers = 0
clock-sinks = 14
tritoncts = "yes"
cts_made_buffers = 3
clk_latency_ns = 0.27
root_buffer = "clkbuf_4"
clockBufferDepth = 2
ctsResizeCount = 0
clk_pin_slew_ns = 0.08
cts_hold_buf = 0

[floorplan]
fp.dieH_microns = 80
coreArea_sq_um = 3420
chipArea_sq_um = 6400
row_count = 21
fp_util_pct = 12.5
die_x_microns = 80
ioPinCount = 15

[worst_setup_path]
end_kind = "primary output"
cp_max_fo = 1
path_class = "reg2out"
r2r-end = "dff_c4.Q"
arrival_ns = 1.04
cp_cell_sequence = "clkdlybuf4s50_1"
worst_setup_path_start_kind = "flip-flop"
crit_family = "buffers and inverters"
max_stage_delay_ns = 0.46
reg2regPathDepth = 4
critical-path-slowest-cell = "clkdlybuf4s50_1"
regToRegSetupSlack_ns = 2.59
worst-path-buf-inv = 1
r2r_start = "dff_a3.Q"
required_ns = 3.12

[yosys]
ys_types = 9
syn_avg_cell_area_sq_um = 13.8
synth_area_sq_um = 428
synthCells = 31
numSynthFlops = 14
ys_cells = 31
ys_area_sq_um = 428
synth-seq-area-share_pct = 65.5
yosysWarnings = 1

[route]
ant_nets = 0
drt_iter0_markers = 11
drc = 0
routedWlPerCell_microns = 7.84
firstDrtPassIters = 3
n_antenna_cell = 0
viasPerCell = 2.69
vias = 256
routed_wirelength_microns = 745

[cells_and_area]
comb_area_sq_um = 133
drive_gt1_share_pct = 8.16
area_growth_pct = 54.7
seq_area_sq_um = 280
fill_cells = 389

[sta]
finClkSkew_ns = 0.00323
setup_viol = 0
tns_ns = 0
grt_setup_unrepaired = "no"
fin_crit_sh_pct = 46.8
slew_viol_final = 0
hold_viol_final = 0
relSlewSlack_pct = 90.2
tightestPinTransition_ns = 0.147
fmax_mhz = 548
whs_ns = 0.550
period_minus_slack_ns = 1.82

[placed_design]
io_buffers = 14
gp_congestion = 0.714
place.detailed.hpwl_microns = 652

[worst_hold_path]
hp-start = "dff_b4.Q"
whs_path_depth = 2
hold_path_end = "dff_c4.Q"
hp-class = "reg2reg"

[flow_run]
warnings = 25
maxCapViolCount = 0
power groups by stage:
| stage | combinational [W] | clock [W] | sequential, W |
|---|---|---|---|
| after global routing | 0.0000488 | 0.000114 | 0.000163 |
| final | 0.0000436 | 0.000101 | 0.000161 |
| after CTS | 0.0000452 | 0.000108 | 0.000161 |
stage by stage:
stage,utilization (%),cell area (sq um),setup WS (ns),total power (W),std cells
after floorplan,-,428,2.65,0.000179,31
after global routing,19.4,662,2.01,0.000325,95
final,19.4,662,2.08,0.000306,95
after CTS,19.4,662,2.04,0.000315,95
after global placement,18.3,626,2.37,0.000209,91
after detailed placement,18.3,626,2.37,0.000210,91
sequential cells by signal, indices dropped and copies added, names as in the netlist:
signal    flops
dff_b3.Q      1
dff_a1.Q      1
dff_c4.Q      1
dff_s2.Q      1
dff_a3.Q      1
dff_b1.Q      1
dff_c0.Q      1
dff_s1.Q      1
dff_s3.Q      1
dff_a2.Q      1
dff_a4.Q      1
dff_s4.Q      1
dff_b2.Q      1
dff_b4.Q      1
layer usage:
metal  up-vias  global-route usage [%]  routed length (microns)
li1        135                       -                        -
met1       113                    2.11                      284
met2         8                    3.77                      359
met3         0                    2.16                      101
met4         0                   0.176                        0
met5         -                       0                        0
placed cells by master (no fill, tap or decap):
| master | count |
|---|---|
| xnor2_1 | 2 |
| clkdlybuf4s50_1 | 14 |
| a21o_1 | 3 |
| dfxtp_1 | 14 |
| clkbuf_4 | 3 |
| clkbuf_8 | 1 |
| inv_1 | 4 |
| fa_1 | 1 |
| ha_1 | 4 |
| xor2_1 | 1 |
| a21oi_1 | 1 |
| a31o_1 | 1 |
Yosys cell counts:
cell type  number  area (sq um)
dfxtp_1        14           280
ha_1            4          50.1
inv_1           4          15.0
a21o_1          3          22.5
xnor2_1         2          17.5
a21oi_1         1          5.00
a31o_1          1          8.76
fa_1            1          20.0
xor2_1          1          8.76
worst max-delay path by stage:
stage	start	end	slack [ns]	depth (start not counted)
final	dff_c4.Q	c4	2.08	1
after global routing	dff_s2.Q	s2	2.01	1
after CTS	dff_c4.Q	c4	2.04	1
cells by family (layout without fill, tap and decap cells):
group	Yosys count	in the layout	share of synthesized area [%]
adders and majority gates	5	5	16.4
DFF	14	14	65.5
buffers and inverters	4	22	3.51
xor gates and xnor gates	3	3	6.14
AOI/OAI and AO/OA	5	5	8.48
layout make-up:
| cell class | count | area share [%] |
|---|---|---|
| Sequential cell | 14 | 42.3 |
| Timing Repair Buffer | 14 | 21.2 |
| Multi-Input combinational cell | 13 | 20.0 |
| Tap cell | 46 | 8.70 |
| Clock buffer | 4 | 5.48 |
| Inverter | 4 | 2.27 |
Power is estimated from default activity; no workload was simulated.
